## design.v

```verilog
module Div_8b (
    input clk,             
    input reset,            
    input start,            
    input [7:0] div1,          
    input [7:0] div2,          
    output reg [7:0] quo,     
    output reg [7:0] resto,     
    output reg fim,        
    output reg zero_div     
);
    reg [3:0] count;
    reg [15:0] rem_reg;
    reg [7:0] divisor;
    reg [2:0] state;
    localparam IDLE  = 3'b000,
               CHECK = 3'b001,
               LOAD  = 3'b010,
               DIV   = 3'b011,
               DONE  = 3'b100;
    always @(posedge clk) begin
        if (reset) begin
            quo <= 0;
            resto <= 0;
            fim <= 0;
            zero_div <= 0;
            state <= IDLE;
        end else begin
            case (state)
                IDLE: begin
                    fim <= 0;
                    if (start) state <= CHECK;
                end
                CHECK: begin
                    if (div2 == 0) begin
                        zero_div <= 1;
                        state <= DONE;
                    end else begin
                        zero_div <= 0;
                        state <= LOAD;
                    end
                end
                LOAD: begin
                    rem_reg <= {8'b0, div1};
                    divisor <= div2;
                    quo <= 0;
                    count <= 8;
                    state <= DIV;
                end
                DIV: begin
                    rem_reg = rem_reg << 1;
                    rem_reg[0] = quo[7];
                    rem_reg[15:8] = rem_reg[15:8] - divisor;
                    if (rem_reg[15]) begin
                        rem_reg[15:8] = rem_reg[15:8] + divisor;
                        quo = quo << 1;
                    end else begin
                        quo = (quo << 1) | 1'b1;
                    end
                    count = count - 1;
                    if (count == 0) state <= DONE;
                end
                DONE: begin
                    resto <= rem_reg[15:8];
                    fim <= 1;
                    state <= IDLE;
                end
            endcase
        end
    end
endmodule
```

## run.sh

```bash
#!/bin/bash
# OpenROAD 26Q1-2900-gdf79404cd8, Yosys 0.63+post, stock flow scripts
make -C /OpenROAD-flow-scripts/flow DESIGN_CONFIG=/design/flow/config.mk WORK_HOME=/design/flow/orfs finish
```

## config.mk

```make
export PLATFORM = sky130hd
export DESIGN_NAME = Div_8b
export DESIGN_NICKNAME = Div_8b
export VERILOG_FILES = /design/flow/design.v
export SDC_FILE = /design/flow/constraint.sdc
export NUM_CORES = 4
export LEC_CHECK = 1
export CORE_UTILIZATION = 40
```

## constraint.sdc

```tcl
current_design Div_8b

set clk_period 3.7
set clk_io_pct 0.2

create_clock -name clk0 -period $clk_period [get_ports {clk}]

set non_clock_inputs [all_inputs -no_clocks]
set_input_delay [expr $clk_period * $clk_io_pct] -clock clk0 $non_clock_inputs
set_output_delay [expr $clk_period * $clk_io_pct] -clock clk0 [all_outputs]
```

==> flow_metrics.py <==
# Metrics from the implementation run
metrics = {
    "critical_path": {
        "slowest_delay_ps": 450,
        "slowest_stage": "fa_1",
        "critPathBufInv": 2,
        "arrival_ps": 3390,
        "critPathMaxFanout": 7,
        "required_ps": 3840,
        "rr_startpoint": "rem_reg[7]$_DFFE_PP_",
        "path_class": "reg -> reg",
        "cp-startpoint": "rem_reg[7]$_DFFE_PP_",
        "crit_chain": "inv_1, ha_1, inv_1, fa_1, a211oi_1, o41a_2, nand2_1, ha_1, or3b_2, o311ai_0, a311o_1, nand3_1, a21oi_1",
        "critical_path.top_delay_family": "adder cells",
        "ff2ff_setup_slack_ps": 440,
        "crit_path_start_kind": "register",
        "end_kind": "register",
    },
    "cts": {
        "cts_tree": "built",
        "cts_buffer_depth": 2,
        "numCtsBuffers": 5,
        "clkTransAtPathRegs_ps": 90,
        "cts_resized": 0,
        "clock_sinks": 51,
        "clockRootBuffer": "clkbuf_8",
        "insertion_delay_ps": 300,
        "h-tree-depth": 2,
        "post_cts_buffers": 0,
        "hold_buffers": 0,
    },
    "sta": {
        "clock.fmax_mhz": 307,
        "slew_headroom_pct": 46.9,
        "period_needed_ps": 3260,
        "post-route-period-util_pct": 88.0,
        "setup_viol": 0,
        "rsz0062_at_grt": "no",
        "clock-skew-final_ps": 12.7,
        "fin_tns_setup_ps": 0,
        "hold_viol": 0,
        "worst_pin_slew_ps": 794,
        "slew_violations": 0,
    },
    "route": {
        "routed_wl_um": 5430,
        "ant_nets": 0,
        "vias": 1958,
        "first_iter_violations": 131,
        "drc": 0,
        "dr.pass1.iters": 21,
        "via_per_inst": 5.21,
        "num_antenna_cells": 0,
        "avgRoutedWirePerCell_um": 14.4,
    },
    "run": {
        "warnings": 27,
        "drv_cap": 0,
    },
    "die": {
        "rows": 29,
        "fp.dieH_um": 84.3,
        "core-area_um2": 6420,
        "die-area_um2": 7100,
        "die_width_um": 84.3,
        "fp_util_pct": 42.1,
        "ioPinCount": 37,
    },
    "global_route": {
        "grt_overflow": 0,
        "grt_use_met2_pct": 25.2,
        "grt_max_degree": 26,
        "met1_usage_pct": 29.0,
        "grt_pass1_wl_um": 9310,
        "track_usage_pct": 17.2,
        "grt-busiest-layer": "met1",
        "grt_pass1_vias": 1901,
        "grt_use_met3_pct": 3.78,
        "antenna_found_initial": 0,
    },
    "finish": {
        "drive_gt1_share_pct": 10.0,
        "synthToLayoutAreaGrowth_pct": 19.8,
        "n_fill_cell": 594,
        "final_util_pct": 50.5,
        "largest_reg_flops": 16,
    },
    "place": {
        "routabilityCongestion": 0.878,
        "dpl.hpwl_um": 3850,
        "port_buffers": 36,
    },
    "synthesis": {
        "synth_top_cell_by_count": "nor2_1",
        "yosysWarnings": 1,
        "async_flop_share_pct": 0,
        "syn_area_um2": 2710,
        "synth_cell_types": 47,
        "ys_seq_share_pct": 48.1,
        "yosys.area.top_type_share_pct": 31.1,
        "area_leaders": "edfxtp_1, dfxtp_1, ha_1",
        "ys_cells": 264,
        "edf_count": 28,
        "synthTopCellsByCount": "nor2_1, edfxtp_1, a21oi_1",
        "ys_ff": 51,
        "syn_inst": 264,
        "top_area_cell": "edfxtp_1",
        "flop_cell": "edfxtp_1",
        "syn_avg_cell_area_um2": 10.3,
        "ys_area_um2": 2710,
    },
    "power": {
        "pwr-share-seq_pct": 55.1,
        "power_frac_comb_pct": 11.9,
        "net-switching-power_uw": 250,
        "power.density_nw_per_um2": 344,
        "p_sw_share_pct": 22.5,
        "pwr-share-clk_pct": 33.0,
        "cellLeakagePower_nw": 1.24,
        "irDropWorstVdd_v": 0.000228,
        "intPower_uw": 864,
    },
    "outcome": {
        "status": "finished, final reports clean",
    },
    "min_path": {
        "hold_class": "reg -> reg",
        "hold_start": "state[0]$_DFF_P_",
    },
}
[kinds of logic (layout without fill, tap and decap cells)]
family | Yosys count | after routing | synth area share, %
multiplexers | 17 | 17 | 6.66
AND/OR/NAND/NOR | 77 | 77 | 14.2
XOR/XNOR | 10 | 10 | 3.24
buffers and inverters | 31 | 66 | 4.85
AND-OR/OR-AND | 61 | 61 | 14.5
adder cells (fa/ha/maj) | 17 | 17 | 8.41
flip-flops | 51 | 51 | 48.1
[cells in the final DEF (no fill, tap or decap), drive strengths merged, types with 2 or more instances in the layout]
master	count
clkdlybuf4s50	36
nor2	33
edfxtp	28
a21oi	24
dfxtp	23
inv	19
ha	15
o21ai	11
nand2	9
mux2i	9
xnor2	8
mux2	8
and3	7
clkbuf	7
nand2b	6
a21o	6
nand3	5
a211oi	3
buf	3
nor3	3
xor2	2
or4	2
or2	2
nor4	2
nor2b	2
a311o	2
nand4	2
fa	2
[area by class of cell]
cell class                 instances  area (um^2)  share of cell area (%)
clock buffer                       7          108                    3.32
clock inverter                     1         5.00                   0.154
inverter                          19         71.3                    2.20
multi-input combinational        182         1280                    39.4
sequential                        51         1300                    40.1
tap                               77         96.3                    2.97
timing repair buffer              39          383                    11.8
[worst reg2reg max path: cells and delay by family, from the launching register on]
| kind | cells | cell delay (ps) |
|---|---|---|
| compound gates | 5 | 940 |
| fa+ha+maj | 3 | 1060 |
| buf+inv | 2 | 150 |
| flops | 1 | 370 |
| simple gates | 3 | 570 |
[routing by layer]
metal | routed length, um | vias to the layer above
met5 | 0 | -
met4 | 25 | 0
met3 | 275 | 4
met2 | 2370 | 40
met1 | 2760 | 903
li1 | - | 1011
[stage by stage]
step	setup slack [ps]	std cells	hold slack, ps	cell area [um^2]	power (mW)
detailed placement	490	368	430	3130	0.759
global placement	525	368	443	3130	0.760
finish	443	376	446	3240	1.11
CTS	459	376	450	3240	1.13
global route	184	376	482	3240	1.17
floorplan	739	264	417	2710	0.717
[final timing paths]
kind	endpoint	cells after the start
max	rem_reg[14]$_SDFFCE_PN0P_	13
min	state[3]$_DFF_P_	2
max reg2reg	rem_reg[14]$_SDFFCE_PN0P_	13
min reg2reg	state[3]$_DFF_P_	2
[power groups by stage]
stage	Sequential (mW)	Combinational [mW]	Clock, mW
6_report	0.614	0.133	0.368
4_1_cts	0.614	0.133	0.378
5_1_grt	0.616	0.149	0.402
Power figures rest on the tool's default switching activity, not on a simulated workload.
