--- flow/config.mk ---
export PLATFORM = sky130hd
export DESIGN_NAME = Multi_8b
export DESIGN_NICKNAME = Multi_8b
export VERILOG_FILES = /design/flow/design.v
export SDC_FILE = /design/flow/constraint.sdc
export NUM_CORES = 4
export LEC_CHECK = 1
export CORE_UTILIZATION = 30
--- flow/run.sh ---
#!/bin/bash
# OpenROAD 26Q1-2900-gdf79404cd8, Yosys 0.63+post, stock flow scripts
make -C /OpenROAD-flow-scripts/flow DESIGN_CONFIG=/design/flow/config.mk WORK_HOME=/design/flow/orfs finish
--- flow/constraint.sdc ---
current_design Multi_8b

set clk_period 4.9
set clk_io_pct 0.2

create_clock -name clk0 -period $clk_period [get_ports {clk}]

set non_clock_inputs [all_inputs -no_clocks]
set_input_delay [expr $clk_period * $clk_io_pct] -clock clk0 $non_clock_inputs
set_output_delay [expr $clk_period * $clk_io_pct] -clock clk0 [all_outputs]
--- flow/design.v ---
module Multi_8b (
    input clk,             
    input rst,             
    input start,           
    input [7:0] A,         
    input [7:0] B,         
    output reg [15:0] Result,   
    output reg fimOperacao,       
    output reg Z,  
    output reg OV 
);
    reg [7:0] reg_A, reg_B;    
    reg [15:0] acc;            
    reg [3:0] count;           
    reg execution;                  
    always @(posedge clk or posedge rst) begin
        if (rst) begin
            Result <= 16'b0;
            reg_A <= 8'b0;
            reg_B <= 8'b0;
            acc <= 16'b0;
            count <= 4'b0;
            fimOperacao <= 1'b0;
            execution <= 1'b0;
            Z <= 1'b0;
            OV <= 1'b0;
        end 
        else if (start && !execution) begin
            reg_A <= A;
            reg_B <= B;
            acc <= 16'b0;
            count <= 4'b0;
            fimOperacao <= 1'b0;
            execution <= 1'b1;
        end 
        else if (execution) begin
            if (count < 8) begin
                if (reg_B[0]) begin
                    acc <= acc + (reg_A << count);
                end
                reg_B <= reg_B >> 1;
                count <= count + 1;
            end 
            else begin
                Result <= acc;
                fimOperacao <= 1'b1;
                Z <= (acc == 16'b0);
                OV <= |acc[15:8];
                execution <= 1'b0;
            end
        end
    end
endmodule
==> impl_table.tex <==
% Yosys + OpenROAD metrics
\begin{tabular}{lr}
\hline
Metric & Value \\
\hline
\multicolumn{2}{l}{\textbf{CTS}} \\
\quad Number of setup buffers added after CTS & 0 \\
\quad Clock tree from TritonCTS & built \\
\quad Clock sink count & 56 \\
\quad Clk root buf & sky130\_fd\_sc\_hd\_\_clkbuf\_16 \\
\quad Post-cts hold buffer count & 0 \\
\quad H-tree levels & 2 \\
\quad Worst-skew pair later-pin latency & 0.29 ns \\
\quad Clock-pin slew of the registers on the worst-case setup and hold paths & approximately 0.070 ns \\
\quad Num CTS Buffers & 5 \\
\quad Clock Path Buffers & 2 \\
\quad Resized Gates After CTS & 0 \\
\multicolumn{2}{l}{\textbf{Routing}} \\
\quad Post-route DRC & 0 \\
\quad Via-to-Cell Ratio & 5.00 \\
\quad Total wire length after detailed routing & 7190 um \\
\quad Wire length on met2 & 3160 um \\
\quad Number of DRC violations after detailed-routing iteration 0 & around 150 \\
\quad Length of routed met3 wiring & approximately 290 um \\
\quad Via count & 2,763 \\
\quad First-pass DRT Iterations & 5 \\
\quad Top Metal Used & met4 \\
\quad DRT antenna net count & 0 \\
\quad Average wire length per cell after detail routing & 13.0 um \\
\quad Number of inserted diodes & 0 \\
\quad Routed length on met1 & 3700 um \\
\multicolumn{2}{l}{\textbf{Synthesis}} \\
\quad FFs w/ async S/R, synth & 100\% \\
\quad Top logic cell family in the synthesized netlist & simple AND/OR/NAND/NOR gates \\
\quad MUX share of area & 8.36\% \\
\quad XOR/XNOR share of the synthesized area & roughly 1.3\% \\
\quad Area of the mapped netlist & 3400 sq um \\
\quad Area fraction of the dominant cell type after synthesis & 41.3\% \\
\quad Synth Area per Inst & slightly below 9 sq um \\
\quad Count of flip-flops with a built-in enable after synthesis & 0 \\
\quad Most common flop cell mapped by yosys & sky130\_fd\_sc\_hd\_\_dfrtp\_1 \\
\quad Adder-cell share of the synthesized area & 6.48\% \\
\quad Count of instantiated cells in the yosys netlist & approximately 390 \\
\quad Flops after synth & about 56 \\
\quad Top area cells in the synthesized netlist & sky130\_fd\_sc\_hd\_\_dfrtp\_1 (41\%), sky130\_fd\_sc\_hd\_\_nand2\_1 (8.8\%), sky130\_fd\_sc\_hd\_\_mux2\_2 (6.3\%) \\
\quad Number of warning messages in the yosys log & 1 \\
\quad Gate Count Post-Synth & 388 \\
\quad Post-synthesis share of cell area spent on and-or and or-and gates & between 10\% and 20\% \\
\quad YS chip area & 3400 sq um \\
\quad Sequential share of the synthesized area & 41.3\% \\
\quad Post-synthesis cell type with the largest instance count & sky130\_fd\_sc\_hd\_\_nand2\_1 \\
\quad Cell Type Count & 45 \\
\quad Cell types with the highest counts after synthesis & sky130\_fd\_sc\_hd\_\_nand2\_1 (80), sky130\_fd\_sc\_hd\_\_dfrtp\_1 (56), sky130\_fd\_sc\_hd\_\_nor2\_1 (30) \\
\quad Post-synth top area cell & sky130\_fd\_sc\_hd\_\_dfrtp\_1 \\
\quad Yosys simple share & 23.5\% \\
\multicolumn{2}{l}{\textbf{Setup path}} \\
\quad Endpoint required time on the critical path & 5.07 ns \\
\quad Path type of the worst setup path & reg2reg \\
\quad Highest net fanout along the worst path & 16 \\
\quad Launching element type of the critical path & flop \\
\quad Critical Path AT & roughly 3.4 ns \\
\quad CP Capture Type & flop \\
\multicolumn{2}{l}{\textbf{Global route}} \\
\quad Pin count of the biggest net entering global routing & 57 \\
\quad Via count of the first global-routing pass & 2,511 \\
\quad Total global routing track utilization & 13.3\% \\
\quad Total gr overflow & 0 \\
\quad Global-route wire length before repair & 12,300 um \\
\quad Antenna violations before repair & 0 \\
\multicolumn{2}{l}{\textbf{Power}} \\
\quad Reported leakage power & 1.76 nW \\
\quad Tot Pwr & 0.00278 W \\
\quad Highest ir drop seen on vdd & roughly 0.00021 V \\
\quad P per Cell Area & approximately 690 nW/um\^{}2 \\
\multicolumn{2}{l}{\textbf{Floorplan}} \\
\quad Die Footprint & 11,800 sq um \\
\quad Die boundary width & 108 um \\
\quad Number of placement rows & 38 \\
\quad Ports placed on the boundary & 38 \\
\quad Die y size & 108 um \\
\quad Core area & 10,900 sq um \\
\quad Share of the core filled by cells before placement & a little under a third \\
\multicolumn{2}{l}{\textbf{Timing}} \\
\quad Final count of hold timing violations & 0 \\
\quad Setup TNS & 0 ns \\
\quad Rel. slew slack & 52.5\% \\
\quad RSZ-0062 raised after global routing & no \\
\quad Max frequency & around 0.31 GHz \\
\quad Layout Skew & 0.00482 ns \\
\quad Final number of setup-violating endpoints & 0 \\
\quad Clock period minus final worst setup slack & approximately 3.3 ns \\
\quad Ratio of final minimum period to clock period & about two thirds \\
\quad Worst slew pin tran & a little over 0.7 ns \\
\quad Number of pins exceeding their max-slew limit in the final report & 0 \\
\multicolumn{2}{l}{\textbf{Outcome}} \\
\quad Status & finished, final reports clean \\
\multicolumn{2}{l}{\textbf{Placement}} \\
\quad Final RePlAce weighted congestion & 0.835 \\
\quad I/O Buffers & 37 \\
\quad Post-DP HPWL & 5320 um \\
\multicolumn{2}{l}{\textbf{Cells and area}} \\
\quad Share of layout cells above drive strength 1 & 11.1\% \\
\quad Synth-to-layout area growth & 18.9\% \\
\multicolumn{2}{l}{\textbf{Min path}} \\
\quad Hold Crit Class & reg2reg \\
\multicolumn{2}{l}{\textbf{Flow run}} \\
\quad Number of warnings the tools reported & 25 \\
\quad Max Cap Violations & 0 \\
\hline
\end{tabular}
-- logic make-up after synthesis --
kind of cell    Yosys count
xor+xnor                  5
buf+inv                  30
flops                    56
compound gates           81
mux                      26
fa+ha+maj                17
simple gates            173
-- layout make-up --
| class | instances | area [sq um] |
|---|---|---|
| inverter | 7 | 26.3 |
| multi-input combinational | 302 | 1870 |
| timing repair buffer | 42 | 408 |
| fill | 1116 | 6900 |
| clock inverter | 1 | 30.0 |
| tap | 140 | 175 |
| sequential | 56 | 1400 |
| clock buffer | 5 | 125 |
-- cells in the final DEF (no fill, tap or decap), drive strengths merged, types with 2 or more instances in the layout --
cell type and instances:
nor3 8, a21o 5, or4 3, nor4 3
o211ai 3, inv 7, buf 5, a211oi 4
and2 3, dfrtp 56, xnor2 3, nand3 22
o31ai 4, o22ai 5, nor2 32, mux2i 7
xor2 2, a21oi 17, nand4 6, o21a 3
nor2b 9, clkdlybuf4s50 37, o21ai 26, nand2b 5
clkbuf 5, a31oi 11, mux2 19, ha 16
nand2 80
-- worst max-delay path, cell delays in order (launching register included) --
cell,delay (ns)
sky130_fd_sc_hd__dfrtp_1,0.68
sky130_fd_sc_hd__mux2_2,0.41
sky130_fd_sc_hd__o21ai_0,0.27
sky130_fd_sc_hd__mux2i_1,0.15
sky130_fd_sc_hd__nand2_1,0.09
sky130_fd_sc_hd__o21ai_0,0.13
sky130_fd_sc_hd__ha_1,0.44
sky130_fd_sc_hd__a21o_1,0.22
sky130_fd_sc_hd__a21o_1,0.18
sky130_fd_sc_hd__a21oi_1,0.23
sky130_fd_sc_hd__nor3_1,0.07
sky130_fd_sc_hd__a211o_1,0.27
-- registers in the layout (all words and copies together) (netlist names) --
signal,cells
OV,1
Result,16
Z,1
acc,16
count,4
execution,1
fimOperacao,1
reg_A,8
reg_B,8
-- path summary, 6_finish.rpt --
path                          start        end  slack, ns  cells past startpoint
setup / recovery           count[1]    acc[15]       1.64                     11
setup reg to reg           count[1]    acc[15]       1.64                     11
min in group asynchronous       rst  Result[2]       1.21                      3
hold reg to reg                  OV         OV       0.48                      2
max in group asynchronous       rst  Result[9]       3.22                      3
hold / removal                   OV         OV       0.48                      2
-- stage by stage --
step,utilization [%],std cells,hold WS (ns),setup WS [ns],cell area [sq um]
after floorplan,-,388,0.423,2.20,3400
after global placement,35.5,547,0.466,1.74,3880
after detailed placement,35.5,547,0.473,1.62,3880
after CTS,36.9,553,0.489,1.64,4040
after global routing,36.9,553,0.523,1.38,4040
final,36.9,553,0.485,1.64,4040
-- power breakdown --
part,internal (W),leakage [nW],switching [W]
Combinational,0.000707,0.984,0.000820
Clock,0.000235,0.0757,0.000149
Sequential,0.000666,0.700,0.000208
-- metal layers --
| layer | GRT usage [%] | vias to the layer above |
|---|---|---|
| met2 | 19.8 | 59 |
| met3 | 1.90 | 5 |
| li1 | - | 1424 |
| met5 | 0 | - |
| met4 | 1.06 | 0 |
| met1 | 21.6 | 1275 |
Power and IR drop assume default switching activity.
