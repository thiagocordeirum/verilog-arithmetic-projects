## design/flow/design.v

```verilog
module ula_8b (
    input [7:0] a, b,
    input x, y,
    output reg [7:0] s,
    output reg c, ov, z, n
);
    wire [8:0] soma_ext;       
    assign soma_ext = a + b;
    always @(a, b, x, y) begin
        case ({x, y})
            2'b00: s = a + b;
            2'b01: s = a & b;
            2'b10: s = a | b;
            2'b11: s = ~a;
        endcase
        if ({x, y} == 2'b00) begin  
            c  = soma_ext[8];                           
            ov = (~a[7] & ~b[7] & s[7]) | (a[7] & b[7] & ~s[7]);  
        end else begin
            c = 0;
            ov = 0;
        end
        z = (s == 8'b0);         
        n = s[7];                
    end
endmodule
```

## design/flow/run.sh

```bash
#!/bin/bash
# OpenROAD 26Q1-2900-gdf79404cd8, Yosys 0.63+post, stock flow scripts
make -C /OpenROAD-flow-scripts/flow DESIGN_CONFIG=/design/flow/config.mk WORK_HOME=/design/flow/orfs finish
```

## design/flow/config.mk

```make
export PLATFORM = sky130hd
export DESIGN_NAME = ula_8b
export DESIGN_NICKNAME = ula_8b
export VERILOG_FILES = /design/flow/design.v
export SDC_FILE = /design/flow/constraint.sdc
export NUM_CORES = 4
export LEC_CHECK = 1
export CORE_AREA = 10 10 79 79
export DIE_AREA = 0 0 89 89
```

## design/flow/constraint.sdc

```tcl
current_design ula_8b

set clk_period 4.1
set clk_io_pct 0.2

create_clock -name clk0 -period $clk_period

set non_clock_inputs [all_inputs -no_clocks]
set_input_delay [expr $clk_period * $clk_io_pct] -clock clk0 $non_clock_inputs
set_output_delay [expr $clk_period * $clk_io_pct] -clock clk0 [all_outputs]
```

==> qor.csv <==
stage,metric,value,unit
global_routing,gr-usage-all-layers,0.0574,
synthesis,ys_warn_count,1,
final_timing,fin_crit_sh,0.985,
final_timing,min_period,4.04,ns
final_layout,area_delta_synth_final,74.5,%
power_and_ir_drop,p_leak,0.000684,uW
global_routing,overflow,0,
detailed_routing,drt_wl_total,2240,microns
job,warnings,40,
detailed_routing,viasPerCell,4.06,
final_timing,rsz0062_at_grt,no,
final_layout,n_clock_buffer,0,
clocking,cts.hold.buffers_added,0,
detailed_routing,vias,840,
job,maxCapViolCount,0,
synthesis,yosys-top-cells-area,"ha_1 (25%), mux4_1 (9.7%), inv_1 (9.3%)",
synthesis,ys_types,36,
power_and_ir_drop,irDropWorstVdd,0.0716,mV
placement,dp.cells,203,
die,die-area,7920,sq um
critical_path,critical-path-max-stage-delay,0.54,ns
final_timing,fmax,0.248,GHz
final_timing,slew_viol_final,0,
detailed_routing,drt_iter0_markers,24,
final_timing,slew_headroom,0.773,
synthesis,syn_avg_cell_area,8.27,sq um
synthesis,ys_seq_share,0,
synthesis,synth_cells,98,
final_timing,finalSetupViolCount,0,
final_timing,whs,2.48,ns
global_routing,grt_pass1_vias,854,
power_and_ir_drop,power_density,128,nW/um^2
final_timing,hold_viol,0,
die,io_pins,30,
synthesis,syn_area,811,sq um
final_layout,final_cell_count_no_fill,207,
critical_path,cp_max_fo,3,
critical_path,slowest_stage,or4_4,
critical_path,crit_chain,clkdlybuf4s50_1 -> inv_1 -> ha_4 -> a21oi_2 -> xnor2_1 -> mux4_2 -> or4_4 -> nor4_4 -> buf_2,
final_layout,ff_latch_area,0,sq um
die,design.core.area,4660,sq um
critical_path,cp.required,3.28,ns
final_layout,final_util,0.304,
synthesis,synth.top_cell.area_share,0.247,
synthesis,ys_cells,98,
global_routing,grt_max_degree,10,
critical_path,critPathCaptureType,output pin,
die,fp_util,0.174,
detailed_routing,detail_route.wl_per_cell,10.8,microns
detailed_routing,antenna_left,0,
synthesis,synth.largest_area_cell,ha_1,
detailed_routing,drc_errors,0,
detailed_routing,antenna_cells,0,
placement,place_ws,-0.628,ns
detailed_routing,dr.pass1.iters,3,
synthesis,ys_chip_area,811,sq um
critical_path,worstPathArrival,3.22,ns
power_and_ir_drop,total_power,181,uW
die,die_h,89,microns
critical_path,path_buffers,3,
placement,portBuffers,30,
final_layout,drive_above_1_share,0.340,
critical_path,path_class,in -> out,
global_routing,grt_pass1_wl,3790,microns
die,rows,25,
critical_path,crit_family,simple AND/OR/NAND/NOR gates,
status,status,"complete, no violations",
synthesis,synth.most_common_cell,inv_1,
placement,hpwlAfterDp,1940,microns
final_timing,fin_ws,0.0626,ns
critical_path,worstSetupStartpointType,input port,
final_layout,design.seq.count,0,
final_timing,worst_pin_slew,0.341,ns
placement,place_congestion,0.823,
die,die_w,89,microns
hold_path,hold_path_class,in -> out,
synthesis,yosys-top-cells-count,"inv_1 (20), ha_1 (16), a21oi_1 (8)",
global_routing,antenna_found_initial,0,
-- kinds of logic (layout without fill, tap and decap cells) --
logic type	after synthesis	in the layout	share of synthesized area
xor+xnor	4	4	0.0432
mux	10	10	0.216
compound gates	24	24	0.199
fa+ha+maj	17	17	0.272
buf+inv	26	81	0.156
simple gates	17	17	0.114
-- final cells by class --
class / instances / area, sq um
well taps: 54 / 67.6
repair buffers: 59 / 508
fillers: 476 / 3250
inverters: 22 / 100
multi-input cells: 72 / 739
-- cell usage in the layout (no fill, tap or decap), types with 2 or more instances in the layout --
cell | synthesis | final
nand2_1 | 3 | 3
nor2_1 | 5 | 5
o21ai_0 | 3 | 2
mux4_2 | 2 | 3
buf_4 | 1 | 29
inv_1 | 20 | 18
mux4_1 | 3 | 2
xor2_1 | 2 | 2
a21oi_1 | 8 | 6
clkdlybuf4s50_1 | 0 | 22
xnor2_1 | 2 | 2
a21o_1 | 3 | 3
nand4_1 | 2 | 2
ha_4 | 0 | 2
dlygate4sd2_1 | 0 | 6
inv_2 | 0 | 2
mux2i_1 | 4 | 4
nand2b_1 | 2 | 2
ha_1 | 16 | 13
a21oi_2 | 2 | 4
-- path summary, 6_finish.rpt --
kind                  slack, ns  startpoint  cells after the start  endpoint
worst max-delay path       0.06        b[2]                      9         z
worst min-delay path       2.48        a[0]                      6         z
-- stage by stage --
| step | setup TNS (ns) | area (sq um) |
|---|---|---|
| 3_5_place_dp | -1.60 | 1340 |
| 3_3_place_gp | -1.72 | 1340 |
| 6_report | 0 | 1420 |
| 4_1_cts | 0 | 1400 |
| 2_1_floorplan | 0 | 811 |
| 5_1_grt | 0 | 1420 |
-- layer usage --
metal / global-route usage / up-vias / wire (microns)
met5: 0 / - / 0
li1: - / 455 / -
met4: 0 / 0 / 0
met2: 0.0911 / 20 / 938
met3: 0.0156 / 0 / 184
met1: 0.0811 / 365 / 1120
-- where the power goes --
part	internal, uW	leakage [uW]	switching (uW)
logic	112	0.000684	68.8
registers	0	0	0
clock network	0	0	0
total	112	0.000684	68.8
-- repair_timing --
item | in CTS | in global routing
endpoints found under the setup margin | 8 | 5
cloned | 0 | 0
gates resized | 21 | 4
setup buffers | 3 | 1
pin swaps | 7 | 3
Power and IR drop assume default switching activity.
